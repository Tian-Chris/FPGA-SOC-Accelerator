$ cat ./config.mk
export PLATFORM = sky130hd
export DESIGN_NAME = pipeline
export DESIGN_NICKNAME = pipeline
export VERILOG_FILES = /design/flow/design.v
export SDC_FILE = /design/flow/constraint.sdc
export NUM_CORES = 4
export LEC_CHECK = 1
export CORE_AREA = 10 10 114 114
export DIE_AREA = 0 0 124 124
export SYNTH_HDL_FRONTEND = slang
$ cat ./constraint.sdc
current_design pipeline

set clk_period 1.1
set clk_io_pct 0.2

create_clock -name clk0 -period $clk_period [get_ports {clk}]

set non_clock_inputs [all_inputs -no_clocks]
set_input_delay [expr $clk_period * $clk_io_pct] -clock clk0 $non_clock_inputs
set_output_delay [expr $clk_period * $clk_io_pct] -clock clk0 [all_outputs]
$ cat ./design.v
module pipeline #(parameter WIDTH=16, DEPTH=4)(
    input logic clk,
    input logic rst_n,
    input logic valid_in,
    input logic [WIDTH-1:0] data_in,
    output logic valid_out,
    output logic [WIDTH-1:0] data_out
);
    logic [WIDTH-1:0] stage[DEPTH-1:0];
    logic stage_valid[DEPTH-1:0];
    always_ff @(posedge clk) begin
        if (!rst_n) begin
            stage <= '{default:0};
            stage_valid <= '{default:0};
        end else begin
            stage[0] <= data_in;
            stage_valid[0] <= valid_in;
            for (int i=1; i<DEPTH; i++) begin
                stage[i] <= stage[i-1];
                stage_valid[i] <= stage_valid[i-1];
            end
        end
    end
    assign data_out = stage[DEPTH-1];
    assign valid_out = stage_valid[DEPTH-1];
endmodule
$ cat ./run.sh
#!/bin/bash
# OpenROAD 26Q1-2900-gdf79404cd8, Yosys 0.63+post, stock flow scripts
make -C /OpenROAD-flow-scripts/flow DESIGN_CONFIG=/design/flow/config.mk WORK_HOME=/design/flow/orfs finish
==> impl_metrics.py <==
# Auto-generated metrics
metrics = {
    "status": {
        "status": "completed",
    },
    "route": {
        "antenna_left": 0,
        "antenna_cells": 0,
        "first_pass_iters": 3,
        "num_vias": 915,
        "viasPerCell": 2.842,
        "wl_um": 2729,
        "drc": 0,
        "drt_iter0_drc": 37,
        "wl_per_cell_um": 8.475,
    },
    "clock_network": {
        "postCtsSetupBuffers": 0,
        "postCtsHoldBufs": 0,
        "cts_resized": 31,
        "clock_path_buffers": 2,
        "clock_sinks": 68,
        "path_clk_slew_ns": 0.07,
        "htreeDepth": 3,
        "cts_tree": "done",
        "clock_latency_ns": 0.33,
        "cts_buffers": 9,
        "clock-root-buffer": "clkbuf_8",
    },
    "timing": {
        "post-route-period-util_pct": 93.64,
        "timing.fmax_mhz": 970.8,
        "timing_hold_violations_final": 0,
        "worst_slack_ns": 0.06995,
        "setup_viol_count_final": 0,
        "fin_hold_ws_ns": 0.4271,
        "skew_ns": 0.005818,
        "slew_violations": 0,
        "worst_pin_slew_ns": 0.7791,
        "slew-limit-headroom_pct": 48.06,
        "rsz0062_at_grt": "false",
        "period_minus_slack_ns": 1.030,
    },
    "synth": {
        "synth_top_cell_by_area": "dfxtp_1",
        "ys_types": 6,
        "netlist_area_um2": 1987,
        "simple_gate_share_pct": 22.73,
        "mux_share_pct": 0,
        "yosys.area_share.aoi_pct": 0,
        "synth_chip_area_um2": 1987,
        "syn_avg_cell_area_um2": 12.50,
        "synth_adder_area_share_pct": 0,
        "ys_seq_share_pct": 68.51,
        "ys_sh_xor_pct": 0,
        "top_logic_kind": "simple AND/OR/NAND/NOR gates",
        "area_leaders": "dfxtp_1, and2_1, and2_2",
        "yosysTopAreaCellShare_pct": 68.51,
        "synth_flops": 68,
        "ys_cells": 159,
        "syn_inst": 159,
        "synth_warnings": 0,
    },
    "power_and_ir_drop": {
        "p_leak_uw": 0.001041,
        "powerDensity_nw_per_um2": 2050,
        "irDropWorstVdd_mv": 0.7725,
        "p_total_uw": 5313,
    },
    "worst_setup_path": {
        "cp_num_cells": 1,
        "max_stage_delay_ns": 0.31,
        "worstPathArrival_ns": 0.81,
        "path_delay_family": "flip-flops",
        "setup.worst_path.class": "reg2out",
        "ff2ff_path_depth": 1,
        "start_kind": "flop",
        "cp_cell_sequence": "clkdlybuf4s15_1",
        "critPathSlowestCell": "dfxtp_1",
        "critPathRequiredTime_ns": 0.88,
        "cp_max_fo": 1,
        "critPathBufInv": 1,
        "cp-end-kind": "output pin",
    },
    "floorplanning": {
        "initCoreUtil_pct": 19.08,
        "ioPinCount": 36,
        "dieHeight_um": 124,
        "core_um2": 10420,
        "die_w_um": 124,
        "rows": 37,
        "die_area_um2": 15380,
    },
    "grt": {
        "grt_pass1_vias": 928,
        "grt_usage_pct": 3.804,
        "antenna_found_initial": 0,
        "grt_pass1_wl_um": 4623,
        "grt_max_degree": 69,
        "grt-ovfl-total": 0,
    },
    "placed_design": {
        "globalplace.congestion": 0.6558,
        "io_buffers": 35,
        "dpl_worst_slack_ns": -0.1139,
        "placed_area_um2": 2328,
    },
    "worst_hold_path": {
        "hp-class": "reg2reg",
        "hold_path_depth": 1,
    },
    "finish": {
        "area_growth_syn_to_layout_pct": 30.42,
        "layout-drive-gt1-share_pct": 20.97,
        "final_area_um2": 2591,
    },
    "flow_run": {
        "maxCapViolations": 0,
        "warning_count": 25,
    },
}
[synth_stat cells]
cell type and number:
dfxtp_1 68, and2_1 47, and2_2 21, buf_4 16
clkbuf_2 4, buf_6 3
[kinds of logic (layout without fill, tap and decap cells)]
logic type / count (synthesis) / after routing
flops: 68 / 68
buf+inv: 23 / 50
simple gates: 68 / 68
[power breakdown]
group          internal, µW  total [µW]  switching (µW)
registers              2550        2560            14.6
logic                   112         159            47.0
clock network          1730        2590             864
total                  4390        5310             926
[per-stage QoR]
| step | TNS, ns | instances | util [%] |
|---|---|---|---|
| global route | 0 | 322 | 24.88 |
| global placement | -2.140 | 307 | 22.35 |
| floorplan | 0 | 159 | - |
| CTS | 0 | 322 | 24.82 |
| detailed placement | -4.971 | 307 | 22.35 |
| finish | 0 | 322 | 24.88 |
[final cells by class]
class / instances / area, µm²
clock buffer: 9 / 123.9
clock inverter: 6 / 136.4
fill: 1081 / 7825
multi-input combinational: 68 / 451.7
sequential: 68 / 1364
tap: 136 / 170.2
timing repair buffer: 35 / 345.3
[flip-flops by register name, summed over array words and instances (netlist names)]
signal,count
data_out,16
stage,48
stage_valid,3
valid_out,1
[worst paths after layout]
path / slack [ns] / start / endpoint
setup reg to reg: 0.53 / stage[12] / stage[28]
hold reg to reg: 0.43 / stage[6] / stage[22]
hold / removal: 0.43 / stage[6] / stage[22]
setup / recovery: 0.07 / data_out[9] / data_out[9]
[routing by layer]
metal | up-vias | global-route usage [%] | wire length [µm]
met3 | 7 | 3.581 | 538
met1 | 372 | 4.753 | 1097
met4 | 0 | 1.295 | 95
li1 | 504 | - | -
met5 | - | 0 | 0
met2 | 32 | 4.437 | 998
[cell usage in the layout, fill, tap and decap left out]
master           synthesis  routed
dfxtp_2                  0       2
buf_2                    0       1
clkdlybuf4s50_1          0      17
bufinv_16                0       4
clkinvlp_4               0       1
and2_2                  21      21
clkdlybuf4s15_1          0      17
inv_6                    0       1
clkbuf_8                 0       9
dfxtp_1                 68      66
and2_1                  47      47
